==> /design/flow/design.v <==
module ram(clock, addrA, wEnA, wDatA, rEnA, rDatA,
            addrB, wEnB, wDatB, rEnB, rDatB);
    parameter wordsize = 8;  
    parameter wordcount = 512;  
    parameter addrsize = 9;
    input clock;
    input [addrsize-1:0] addrA;      
    input wEnA;                      
    input [wordsize-1:0] wDatA;      
    input rEnA;                      
    output reg [wordsize-1:0] rDatA; 
    input [addrsize-1:0] addrB;      
    input wEnB;                      
    input [wordsize-1:0] wDatB;      
    input rEnB;                      
    output reg [wordsize-1:0] rDatB; 
    reg [wordsize-1:0] mem[wordcount-1:0];  
    always @(negedge clock)
    begin
    if (wEnA) 
        mem[addrA] <= wDatA;
    if (rEnA)
        rDatA <= mem[addrA];
    end
    always @(negedge clock)
    begin
    if (wEnB) 
        mem[addrB] <= wDatB;
    if (rEnB)
        rDatB <= mem[addrB];
    end
endmodule  
module bmemory(
);
endmodule  
==> /design/flow/run.sh <==
#!/bin/bash
# OpenROAD 26Q1-2900-gdf79404cd8, Yosys 0.63+post, stock flow scripts
make -C /OpenROAD-flow-scripts/flow DESIGN_CONFIG=/design/flow/config.mk WORK_HOME=/design/flow/orfs finish
==> /design/flow/config.mk <==
export PLATFORM = sky130hd
export DESIGN_NAME = ram
export DESIGN_NICKNAME = ram
export VERILOG_FILES = /design/flow/design.v
export SDC_FILE = /design/flow/constraint.sdc
export NUM_CORES = 4
export LEC_CHECK = 1
export CORE_UTILIZATION = 30
==> /design/flow/constraint.sdc <==
current_design ram

set clk_period 33.7
set clk_io_pct 0.2

create_clock -name clk0 -period $clk_period [get_ports {clock}]

set non_clock_inputs [all_inputs -no_clocks]
set_input_delay [expr $clk_period * $clk_io_pct] -clock clk0 $non_clock_inputs
set_output_delay [expr $clk_period * $clk_io_pct] -clock clk0 [all_outputs]
==> impl_summary.log <==
[flow] collecting metrics
INFO  metric status = complete, but fails checks
INFO  metric failing_checks = capacitance limit, slew limit
INFO  metric antenna_found_initial = 126
INFO  metric synth-seq-cells = 4112
INFO  metric data_arrival_time_of_the_critical_path = 13.28 ns
INFO  metric layout.cells.non_filler = 31690
INFO  metric largest_net_degree_at_the_start_of_global_routing = 110
INFO  metric required = 17.67 ns
INFO  metric reg2reg_setup_slack = 28.52 ns
INFO  metric vias = 183400
INFO  metric setup_tns = 0 ns
INFO  metric rows = 332
INFO  metric ir_drop = 49.51 µV
INFO  metric grt_use_total = 28.22%
INFO  metric ys_dominant_reg_cell = sky130_fd_sc_hd__edfxtp_1
INFO  metric netlist_instances = 16140
INFO  metric detail_route.first_pass.iterations = 7
INFO  metric synth.distinct_cells = 78
INFO  metric core_region_area = 816700 µm²
INFO  metric yosys.stat.seqShare = 50.24%
INFO  metric die_h = 907.1 µm
INFO  metric postCtsResizedCells = 0
INFO  metric grt_first_pass_wirelength = 1519000 µm
INFO  metric ant_nets = 0
INFO  metric avgSynthCellArea = 15.23 µm²
INFO  metric stdcell_area = 296100 µm²
INFO  metric ys_async_sr_fraction = 0%
INFO  metric power.leakage = 111.5 nW
INFO  metric power.total = 14.56 mW
INFO  metric viasPerCell = 5.789
INFO  metric cts_setup_buffers = 0
INFO  metric synth_top_area_share = 50.24%
INFO  metric timing.critical_path.fanout_max = 56
INFO  metric final.fill_count = 76880
INFO  metric yosys.area.top_type = sky130_fd_sc_hd__edfxtp_1
INFO  metric final_layout_top_logic_cell = sky130_fd_sc_hd__inv_1
INFO  metric enable_flop_cells = 4112
INFO  metric timing.max_slew.rel_slack = -31.95%
INFO  metric rsz_0062_raised_after_global_routing = no
INFO  metric placedCellCount = 26530
INFO  metric yosysCellCount = 16140
INFO  metric root_buffer = sky130_fd_sc_hd__clkbuf_16
INFO  metric cts_hold_buffers = 0
INFO  metric routability_cong = 1.079
INFO  metric yosys_warnings = 1
INFO  metric top_cells_by_area = sky130_fd_sc_hd__edfxtp_1 50%, sky130_fd_sc_hd__mux2_2 19%, sky130_fd_sc_hd__mux4_2 16%
INFO  metric finalHoldWorstSlack = 1.157 ns
INFO  metric fin_skew = 0.07349 ns
INFO  metric stage_log_warnings = 1037
INFO  metric report.final.setup_viol = 0
INFO  metric gr-total-overflow = 0
INFO  metric detailedRoute.firstIterationViolations = 15390
INFO  metric dp.final_hpwl = 751500 µm
INFO  metric hold_violations = 0
INFO  metric first_global_vias = 194800
INFO  metric setup.worst_path.end_class = flop
INFO  metric layout.core_utilization = 36.25%
INFO  metric pre_cts_slack = 3.436 ns
INFO  metric timing_max_transition_violations_final = 14
INFO  metric hold_class = flop to flop
INFO  metric area_growth_syn_to_fin = 20.47%
INFO  metric post_route_cells_drive_above_1_share = 40.06%
INFO  metric floorplan.die_area = 822900 µm²
INFO  metric pin_count = 55
INFO  metric tritoncts.num_buffers = 473
INFO  metric initCoreUtil = 30.09%
INFO  metric port_buffers = 54
INFO  metric timing.max_cap.violations = 4
INFO  metric synth.cell_area = 245800 µm²
INFO  metric power_per_cell_area = 49.16 nW/µm²
INFO  metric wl = 1118000 µm
INFO  metric synth_chip_area = 245800 µm²
INFO  metric worstSetupPathType = input port to flop
INFO  metric remaining_drc_errors = 0
INFO  metric insertion_delay = 1.09 ns
INFO  metric tritoncts = built
INFO  metric place_area = 264100 µm²
INFO  metric max_root_sink_buffers = 4
INFO  metric cts.reportedPaths.clkPinSlew = 0.04 ns
INFO  metric lay_top_cells = 4242 x sky130_fd_sc_hd__inv_1, 4174 x sky130_fd_sc_hd__mux2_2, 4112 x sky130_fd_sc_hd__edfxtp_1
INFO  metric tightest_slew = 1.979 ns
INFO  metric postLayoutSetupSlackWorst = 4.396 ns
INFO  metric die-width = 907.1 µm
INFO  metric clock_tree.htree_level_count = 5
INFO  metric start_kind = input port
INFO  metric clock_sinks = 4112
INFO  metric wl_per_cell = 35.28 µm
==> cell usage after synthesis (22+ instances only) <==
cell,n
sky130_fd_sc_hd__nand4_1,68
sky130_fd_sc_hd__a32oi_1,51
sky130_fd_sc_hd__and3_1,23
sky130_fd_sc_hd__nand3_1,188
sky130_fd_sc_hd__o22ai_1,657
sky130_fd_sc_hd__a221oi_1,31
sky130_fd_sc_hd__o21ai_0,341
sky130_fd_sc_hd__o2111ai_1,23
sky130_fd_sc_hd__nor3_1,57
sky130_fd_sc_hd__mux2_2,4174
sky130_fd_sc_hd__edfxtp_1,4112
sky130_fd_sc_hd__a31oi_1,37
sky130_fd_sc_hd__mux4_2,1784
sky130_fd_sc_hd__a211oi_1,55
sky130_fd_sc_hd__a22oi_1,206
sky130_fd_sc_hd__a22o_1,32
sky130_fd_sc_hd__buf_2,333
sky130_fd_sc_hd__buf_1,195
sky130_fd_sc_hd__a2111oi_0,22
sky130_fd_sc_hd__nor2_1,498
sky130_fd_sc_hd__nand2_1,452
sky130_fd_sc_hd__a21oi_1,136
sky130_fd_sc_hd__mux2i_1,905
sky130_fd_sc_hd__buf_4,28
sky130_fd_sc_hd__nor2b_1,42
sky130_fd_sc_hd__clkbuf_1,1353
sky130_fd_sc_hd__nor4_1,42
==> power breakdown <==
part           total (mW)  internal, mW  switching [mW]
Sequential           5.71          5.69          0.0186
Combinational        1.47         0.530           0.938
Clock                7.38          3.82            3.57
==> layout make-up <==
type                       count  area (µm²)  share of cell area, %
multi-input combinational  10090      115200                  38.91
sequential                  4112      123500                  41.71
antenna                      181       452.9                 0.1530
clock inverter              4499       19650                  6.636
timing repair buffer        1463       11720                  3.958
clock buffer                 476       11910                  4.023
tap                        10860       13580                  4.587
inverter                      17       91.34                0.03085
==> sequential cells by signal, indices dropped and copies added (netlist names) <==
name   cells
rDatA      8
mem     4096
rDatB      8
==> worst paths after layout <==
check / cells past startpoint / end / from
setup / recovery: 14 / rDatB[2]$_DFFE_NP_ / addrB[0]
hold / removal: 6 / rDatB[6]$_DFFE_NP_ / mem[306][6]$_DFFE_NP_
setup reg to reg: 8 / rDatB[2]$_DFFE_NP_ / mem[498][2]$_DFFE_NP_
hold reg to reg: 6 / rDatB[6]$_DFFE_NP_ / mem[306][6]$_DFFE_NP_
==> metal layers <==
layer  vias up  part of all wire, %  wire, µm  global-route usage [%]
li1      74610                    -         -                       -
met1     92490                   32    352900                   29.22
met2     13060                   42    474300                   37.66
met3      3124                   18    197200                   22.90
met4       149                  7.9     88660                   19.50
met5         -                 0.43      4853                   5.240
==> critical path, cell delays in order <==
cell	delay (ns)
sky130_fd_sc_hd__buf_16	0.34
sky130_fd_sc_hd__buf_4	0.49
sky130_fd_sc_hd__buf_4	0.59
sky130_fd_sc_hd__buf_4	0.56
sky130_fd_sc_hd__buf_4	0.57
sky130_fd_sc_hd__mux4_2	0.58
sky130_fd_sc_hd__mux2i_1	0.31
sky130_fd_sc_hd__nor3_1	0.17
sky130_fd_sc_hd__buf_4	0.20
sky130_fd_sc_hd__a211oi_1	0.28
sky130_fd_sc_hd__nand4_1	0.52
sky130_fd_sc_hd__a2111oi_0	1.38
sky130_fd_sc_hd__buf_4	0.29
sky130_fd_sc_hd__nand2_1	0.07
==> cells by family after synthesis <==
logic type,after synthesis,synth area share (%)
multiplexers,6865,39.18
buffers and inverters,1937,3.205
AND-OR/OR-AND,1725,4.589
flip-flops,4112,50.24
AND/OR/NAND/NOR,1496,2.785
Power figures rest on the tool's default switching activity, not on a simulated workload.
